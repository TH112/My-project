### flow/run.sh
#!/bin/bash
# OpenROAD 26Q1-2900-gdf79404cd8, Yosys 0.63+post, stock flow scripts
make -C /OpenROAD-flow-scripts/flow DESIGN_CONFIG=/design/flow/config.mk WORK_HOME=/design/flow/orfs finish
### flow/config.mk
export PLATFORM = sky130hd
export DESIGN_NAME = switches
export DESIGN_NICKNAME = switches
export VERILOG_FILES = /design/flow/design.v
export SDC_FILE = /design/flow/constraint.sdc
export NUM_CORES = 4
export LEC_CHECK = 1
export CORE_AREA = 10 10 70 70
export DIE_AREA = 0 0 80 80
### flow/constraint.sdc
current_design switches

set clk_period 1.5
set clk_io_pct 0.2

create_clock -name clk0 -period $clk_period [get_ports {iClk}]

set non_clock_inputs [all_inputs -no_clocks]
set_input_delay [expr $clk_period * $clk_io_pct] -clock clk0 $non_clock_inputs
set_output_delay [expr $clk_period * $clk_io_pct] -clock clk0 [all_outputs]
### flow/design.v
module switches
(
    input iClk,
    input iReset_n,
    input iChip_select_n,
    input iRead_n,
    input [9:0] iSwitches_data,    
    output reg [15:0] oSwitches_reg  
);
always @(posedge iClk or negedge iReset_n) begin
    if (~iReset_n) begin
        oSwitches_reg <= 10'd0;    
    end else begin
        if (~iChip_select_n && ~iRead_n) begin
            oSwitches_reg <= iSwitches_data;  
        end
    end
end
endmodule
==> results.ini <==
[worst_setup_path]
worstRegToRegCells = 1
startpoint = oSwitches_reg[5]
crit_path_max_fanout = 2
crit_family = buffers and inverters
reg2reg_slack_ps = 750
crit_arrival_ps = 1070
timing.critical_path.cells = clkdlybuf4s50_1
crit_path_start_kind = register
crit_slowest_cell = clkdlybuf4s50_1
worstSetupEndpointType = output pin
crit_type = register to output pin
slowest_delay_ps = 490
crit-reg2reg-launch = oSwitches_reg[1]
cp.required_ps = 1200
regToRegEndpoint = oSwitches_reg[1]
critPathBufInv = 1

[place]
dpl.hpwl_microns = 892
gp_congestion = 0.708
post-place-ws_ps = -55.6
dpl-instance-area_sq_um = 684
port_buffers = 23
dp.cells = 96

[synthesis]
postSynthAreaPerCell_sq_um = 15.1
syn_inst = 28
synth_flops = 10
ys_warn_count = 1
ys_types = 5
ys_seq_frac = 0.592
ys_chip_area_sq_um = 423
synthesis.area_sq_um = 423
ys_cells = 28

[floorplan]
die_h_microns = 80
die_area_sq_um = 6400
design.core.area_sq_um = 3420
die_w_microns = 80
pin_count = 30
row_count = 21
fp_util = 0.124

[final_timing]
hold_viol = 0
fin_tns_setup_ps = 0
fmax_ghz = 0.728
finalClockPeriodUsage = 0.916
period_needed_ps = 1370
fin_ws_ps = 126
drv_slew = 0
setup_viol = 0
whs_ps = 357
final.setup_skew_ps = 0
rsz0062_at_grt = no

[routing]
ant_nets = 0
wl_per_cell_microns = 10.5
routed_wirelength_microns = 1040
first_iter_violations = 5
drtPass1Iterations = 2
drc = 0
vias_per_cell = 2.86
n_antenna_cell = 0
vias = 283

[power]
sequentialPowerShare = 0.504
power.density_nw_per_um2 = 922
p_int_uw = 528
swShare = 0.190
totalPowerFinal_uw = 652
p_leak_nw = 0.281
p_clk_frac = 0.251
p_sw_uw = 124
peakVddDrop_mv = 0.451
power_frac_comb = 0.245

[global_routing]
antenna_found_initial = 0
grt_max_degree = 11
gr-usage-all-layers = 0.0336
grt_pass1_vias = 321
grt_pass1_wl_microns = 1630
overflow = 0

[final_layout]
drive_gt1_frac = 0.264
syn2layout_area_growth_pct = 67.2
fin_area_sq_um = 707
largest_reg_flops = 10
post-route-util = 0.207
final_cells = 99

[min_path]
min_path_type = input port to async pin

[status]
status = finished, final reports clean

[clock_tree]
cts_buffers = 3
clock-root-buffer = clkbuf_4
cts.sinks = 10
clock_latency_ps = 250
ctsHoldBuffers = 0
cts_tree = done
htreeDepth = 1
post-cts-setup-buffers = 0
cts.clk_slew.worst_paths_ps = 60
post_cts_resized = 0
clockBufferDepth = 2

[job]
openroad.warnings = 25
drv_cap = 0

## per-layer routing
layer	up-vias	global-route usage	share of wire
met5	-	0	0
met4	0	0	0
met3	0	0.0341	0.18
met2	23	0.0449	0.35
met1	126	0.0395	0.47
li1	134	-	-
## layout by cell type (no fill, tap or decap)
cell,n
nor2_4,1
dfrtp_1,10
mux2_2,10
clkbuf_4,3
clkdlybuf4s50_1,23
conb_1,6
## power by group through the flow
stage	Combinational [mW]	Clock [mW]	Sequential [mW]
after CTS	0.165	0.179	0.329
final	0.159	0.164	0.329
after global routing	0.174	0.199	0.335
## area by class of cell
class | instances | area, sq um
clock buffer | 3 | 22.5
tap | 46 | 57.6
fill | 387 | 2710
sequential | 10 | 250
timing repair buffer | 23 | 230
multi-input combinational | 17 | 146
## synth_stat cells
| library cell | instances | area share |
|---|---|---|
| dfrtp_1 | 10 | 0.59 |
| mux2_2 | 10 | 0.27 |
| buf_4 | 6 | 0.11 |
| conb_1 | 1 | 0.0089 |
| nor2_4 | 1 | 0.027 |
## how the worst max path moves through the flow
stage,endpoint,depth (start not counted)
6_report,oSwitches_reg[5],1
5_1_grt,oSwitches_reg[1],1
4_1_cts,oSwitches_reg[9],1
## cells by family (layout without fill, tap and decap cells)
family | after synthesis | in the layout | share of synthesized area
mux | 10 | 10 | 0.266
flops | 10 | 10 | 0.592
simple gates | 1 | 1 | 0.0266
buf+inv | 6 | 26 | 0.107
other cells | 1 | 6 | 0.00887
Power and IR drop assume default switching activity.
